File: config.mk
export PLATFORM = sky130hd
export DESIGN_NAME = SPI
export DESIGN_NICKNAME = SPI
export VERILOG_FILES = /design/flow/design.v
export SDC_FILE = /design/flow/constraint.sdc
export NUM_CORES = 4
export LEC_CHECK = 1
export CORE_UTILIZATION = 40
File: run.sh
#!/bin/bash
# OpenROAD 26Q1-2900-gdf79404cd8, Yosys 0.63+post, stock flow scripts
make -C /OpenROAD-flow-scripts/flow DESIGN_CONFIG=/design/flow/config.mk WORK_HOME=/design/flow/orfs finish
File: design.v
module SPI(clk,rst_n,SS_n,MOSI,MISO);
input clk,rst_n,SS_n,MOSI;
wire tx_valid;
wire[7:0]tx_data;
reg rx_valid;
output reg MISO;
reg done_receiving;
reg [9:0]rx_data;
parameter IDLE=3'b000;
parameter CHK_CMD=3'b001;
parameter READ_ADD=3'b010;
parameter READ_DATA=3'b011;
parameter WRITE=3'b100;
reg [3:0]counter;
reg read_address_received;
(* fsm_encoding = "gray" *)
reg[2:0]cs,ns;
RAM_SPI m1(rx_data,rx_valid,clk,rst_n,tx_valid,tx_data);
always@(posedge clk)begin
  if(rst_n==0)begin
  cs<=IDLE;
  end
  else
  cs<=ns;
end
always@(posedge clk)begin
 case(cs)
  IDLE:begin
       rx_valid<=0;
       counter<=0;
       done_receiving<=0;
       end
  CHK_CMD:begin 
          rx_valid<=0;
          end
  READ_ADD:begin 
           rx_data[9-counter]<=MOSI;
           counter<=counter+1;
           if(counter==10)begin
           rx_valid<=1;
           counter<=0;
           read_address_received<=1;
           end
           end
  READ_DATA:if(done_receiving==0)begin
            rx_data[9-counter]<=MOSI;
            counter<=counter+1;
            if(counter==10)begin
            counter<=0;
            done_receiving<=1;
            end
            end
            else begin
            MISO<=tx_data[7-counter];
            counter<=counter+1;
            if(counter==8)begin
            counter<=0;
            done_receiving<=0;
            read_address_received<=0;
            end
            end
  WRITE:begin
            rx_data[9-counter]<=MOSI;
            counter<=counter+1;
            read_address_received<=0; 
            if(counter==10)begin
            rx_valid<=1;
            counter<=0;
            end
            end
  endcase
end
always@(cs,MOSI,SS_n)begin
 case(cs)
  IDLE:if(SS_n==1)
       ns=IDLE;
       else
       ns=CHK_CMD;
  CHK_CMD:if((SS_n==0 && MOSI==1)&&(read_address_received==0))begin
          ns=READ_ADD;
          end
          else if((SS_n==0 && MOSI==1)&&(read_address_received==1))begin
          ns=READ_DATA;
          end
          else if(SS_n==0 && MOSI==0)
          ns=WRITE;
          else 
          ns=IDLE;
  READ_ADD:if(SS_n==0 && counter<10)
             ns=READ_ADD;
             else begin
             ns=IDLE;
             end
  READ_DATA:if(SS_n==0 && read_address_received==1)
            ns=READ_DATA; 
            else begin
            ns=IDLE;
            end
  WRITE:if(SS_n==0 && counter<10)
            ns=WRITE; 
            else begin
            ns=IDLE;
            end         
  endcase
end
endmodule
module RAM_SPI(din,rx_valid,clk,rst_n,tx_valid,dout);
parameter MEM_DEPTH=256;
parameter ADDR_SIZE=8;
parameter MEM_WIDTH=8;
input clk,rst_n,rx_valid;
input[MEM_WIDTH+1:0]din;
output reg [MEM_WIDTH-1:0]dout;
output reg tx_valid;
reg [ADDR_SIZE-1:0]addr_rd,addr_wr;
reg [MEM_WIDTH-1:0]mem[MEM_DEPTH-1:0]; 
always@(posedge clk)begin
  if(rst_n==0)begin
  dout<=0;
  tx_valid<=0;
  end
  else begin 
   if(rx_valid)begin
    case(din[9:8])
    2'b00:addr_wr<=din[7:0];
    2'b01:mem[addr_wr]<=din[7:0];
    2'b10:addr_rd<=din[7:0];
    endcase
   end 
    if(din[9:8]==2'b11)begin 
    dout<=mem[addr_rd];
    tx_valid<=1;
    end
    else
    tx_valid<=0;
   end 
end
endmodule
File: constraint.sdc
current_design SPI

set clk_period 47.9
set clk_io_pct 0.2

create_clock -name clk0 -period $clk_period [get_ports {clk}]

set non_clock_inputs [all_inputs -no_clocks]
set_input_delay [expr $clk_period * $clk_io_pct] -clock clk0 $non_clock_inputs
set_output_delay [expr $clk_period * $clk_io_pct] -clock clk0 [all_outputs]
==> qor.yml <==
cells_and_area:
  final_common_cell: "edfxtp_1"
  syn2layout_area_growth_pct: 12.0
  nFillCells: 16900
  layout_top_cells: "edfxtp_1 (2082), mux4_2 (404), nor2_1 (320)"
  drive_above_1_share_pct: 21.1
  fin_util_pct: 45.1
cts:
  postCtsSetupBuffers: 0
  clk_pin_slew_ns: 0.07
  h-tree-depth: 4
  clk_latency_ns: 0.86
  cts_buffer_depth: 3
  numCtsBuffers: 202
  postCtsResizedCells: 0
  cts_hold_buf: 0
  tritoncts: "built"
  cts-root-buf: "clkbuf_16"
min_path:
  hp-start: "m1.dout[5]$_SDFFE_PN0N_"
  worstHoldPathType: "flop to flop"
final_timing:
  unclocked_pins: 3
  worst_pin_slew_ns: 1.09
  drv_slew: 0
  min_period_ns: 12.31
  rsz0062_at_grt: "false"
  untimed_endpoints: 3
  finalClockPeriodUsage_pct: 25.7
  fin_worst_skew_ns: 0.0606
  finalHoldViolations: 0
  slew_headroom_pct: 25.5
  finalSetupViolations: 0
  max_freq_ghz: 0.0812
  final.setup.tns_ns: 0
detailed_routing:
  vias: 40900
  antenna_left: 0
  wl_per_cell_um: 32.6
  drt_wl_total_um: 227000
  vias_per_cell: 5.87
  drt-initial-drc-count: 2885
  drcViolationCount: 0
  dr.pass1.iters: 8
floorplan:
  num_rows: 166
  io_pins: 5
  die_h_um: 455
  chipArea_um2: 207000
  fp_util_pct: 40.2
  core_area_um2: 204000
  fp.dieW_um: 455
global_routing:
  antenna_found_initial: 2
  overflow: 0
  grt.total_usage_pct: 24.2
  first_global_vias: 44900
  grt_max_degree: 105
  grt_pass1_wl_um: 323000
setup_path:
  crit_path_start_kind: "primary input"
  crit_slowest_cell: "nand3_1"
  max_stage_delay_ns: 0.74
  path_cells: "clkdlybuf4s50_1 -> buf_4 -> nand2_1 -> nor3b_1 -> nand2_1 -> nor2_1 -> nand3_1 -> buf_4 -> nor2_1"
  crit_fanout: 9
  critical_path_class: "primary input to flop"
  arrival_ns: 12.79
  crit_path_end_kind: "flop"
  worstSetupStartpoint: "rst_n"
  r2r_start: "m1.addr_rd[0]$_DFFE_PP_"
  cp.required_ns: 48.38
yosys:
  synth-edff-count: 2082
  yosysWarnings: 4
  syn_area_per_cell_um2: 20.8
  post_synth_num_cell_types: 72
  synth_area_um2: 82200
  ys_area_um2: 82200
  ff_type: "edfxtp_1"
  async_reset_ff_share_pct: 0
  ys_cells: 3959
  synth_flops: 2096
  syn_inst: 3959
power:
  p_comb_share_pct: 0.3
  ir_drop_v: 0.0000390
  power_density_nw_per_um2: 39.2
  p_int_w: 0.00291
  power_switching_w: 0.000695
  seqPwrFrac_pct: 55.0
  p_clk_share_pct: 44.7
  leakagePower_nw: 28.6
  switching_share_pct: 19.3
place:
  post-dp-hpwl_um: 142000
  gp_congestion: 0.982
  numPortBuffers: 4
run:
  cap_violations: 0
  warnings: 38
outcome:
  outcome: "complete, no violations"
==> worst max-delay path, delay by kind of cell <==
kind | cells | cell delay (ns)
buf+inv | 3 | 1.19
simple gates | 6 | 1.99
==> Yosys cell counts, types with 24 or more instances <==
| cell type | instances | share of area (%) |
|---|---|---|
| edfxtp_1 | 2082 | 76 |
| mux4_2 | 404 | 11 |
| nor2_1 | 322 | 1.5 |
| mux2i_1 | 217 | 2.6 |
| clkbuf_1 | 85 | 0.39 |
| o22ai_1 | 79 | 0.60 |
| nand2_1 | 67 | 0.31 |
| buf_2 | 46 | 0.28 |
| a22oi_1 | 45 | 0.41 |
| nor3_1 | 45 | 0.27 |
| a21oi_1 | 44 | 0.27 |
| o21ai_0 | 41 | 0.25 |
| mux4_1 | 39 | 1.2 |
| o221ai_1 | 39 | 0.42 |
| nand3_1 | 38 | 0.23 |
| a211oi_1 | 33 | 0.30 |
| buf_6 | 24 | 0.33 |
==> area by class of cell <==
cell class                 count  area (um^2)  share of cell area, %
multi-input combinational   1625        17800                   19.3
sequential                  2096        62800                   68.2
timing repair buffer         160         1360                   1.48
clock inverter               151         1550                   1.69
tap                         2688         3360                   3.65
inverter                      13         53.8                 0.0584
clock buffer                 226         5210                   5.66
antenna                        3         7.51                0.00815
==> metrics by stage <==
| stage | power [W] | setup WS, ns | cell area, um^2 | instances | hold WS, ns |
|---|---|---|---|---|---|
| 2_1_floorplan | 0.00203 | 36.59 | 82200 | 3959 | 0.427 |
| 3_3_place_gp | 0.00203 | 34.85 | 85300 | 6582 | 0.459 |
| 3_5_place_dp | 0.00203 | 34.80 | 85300 | 6582 | 0.469 |
| 4_1_cts | 0.00363 | 35.70 | 92100 | 6959 | 0.485 |
| 5_1_grt | 0.00370 | 35.40 | 92100 | 6959 | 0.516 |
| 6_report | 0.00361 | 35.59 | 92100 | 6962 | 0.489 |
==> flip-flops by register name, indices dropped and copies added (netlist names) <==
signal	count
counter	4
rx_data	10
MISO	1
m1.dout	8
m1.mem	2048
rx_valid	1
cs	3
read_address_received	1
m1.addr_wr	8
m1.addr_rd	8
done_receiving	1
ns	3
==> logic make-up (layout without fill, tap and decap cells) <==
group | count (synthesis) | in the layout | share of synthesized area, %
AOI/OAI and AO/OA | 362 | 362 | 3.08
xor gates and xnor gates | 5 | 5 | 0.0533
adders and majority gates | 14 | 14 | 0.213
buffers and inverters | 238 | 550 | 2.11
DFF | 2093 | 2093 | 76.3
latches | 3 | 3 | 0.0548
muxes | 675 | 675 | 15.2
other | 0 | 3 | 0
and+or+nand+nor | 569 | 569 | 3.05
==> power groups by stage <==
stage / Clock [W] / Combinational, W / Sequential, W
CTS: 0.00164 / 0.00000992 / 0.00198
global route: 0.00170 / 0.0000107 / 0.00198
finish: 0.00161 / 0.00000986 / 0.00198
==> metal layers <==
layer  part of all wire [%]  track usage, %  up-vias
li1                       -               -    16800
met2                     46            34.7     3092
met4                    4.3            7.73       12
met5                   0.13            1.01        -
met1                     32            28.3    20500
met3                     17            19.1      444
==> final timing paths <==
| path | cells after the start | slack (ns) | end |
|---|---|---|---|
| worst min register to register | 2 | 0.49 | m1.dout[5]$_SDFFE_PN0N_ |
| worst min-delay path | 2 | 0.49 | m1.dout[5]$_SDFFE_PN0N_ |
| worst max register to register | 9 | 42.92 | m1.dout[0]$_SDFFE_PN0N_ |
| worst max-delay path | 9 | 35.59 | m1.mem[13][7]$_DFFE_PP_ |
Power and IR drop assume default switching activity.
